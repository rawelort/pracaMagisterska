--- design/flow/config.mk ---
export PLATFORM = sky130hd
export DESIGN_NAME = interleaver
export DESIGN_NICKNAME = interleaver
export VERILOG_FILES = /design/flow/design.v
export SDC_FILE = /design/flow/constraint.sdc
export NUM_CORES = 4
export LEC_CHECK = 1
export CORE_UTILIZATION = 30
--- design/flow/constraint.sdc ---
current_design interleaver

set clk_period 1.8
set clk_io_pct 0.2

create_clock -name clk0 -period $clk_period [get_ports {clk}]

set non_clock_inputs [all_inputs -no_clocks]
set_input_delay [expr $clk_period * $clk_io_pct] -clock clk0 $non_clock_inputs
set_output_delay [expr $clk_period * $clk_io_pct] -clock clk0 [all_outputs]
--- design/flow/design.v ---
package system_parameters;
parameter INPUT_DATA_BITWIDTH = 32;
parameter SCALING_FACTOR_BITWIDTH = 12;
parameter QUANTIZATION_BITWIDTH = 12;
parameter BLOCK_SIZE = 1024;
parameter MAX_SCALING_FACTOR_VALUE = 4095;  
parameter MAX_QUANTIZATION_VALUE = 2047;  
parameter OUTPUT_DATA_BITWIDTH = INPUT_DATA_BITWIDTH;
endpackage
import system_parameters::*;
module interleaver
(
   input    reg                                 clk,
   input    reg                                 rst,
   input    reg                                 comma,
   input    reg [QUANTIZATION_BITWIDTH*2-1:0]   quantizedData,
   input    reg [SCALING_FACTOR_BITWIDTH-1:0]   scalingFactorIn,
   input    reg [SCALING_FACTOR_BITWIDTH-1:0]   controlData,  
   output   reg [INPUT_DATA_BITWIDTH-1:0]       interleavedData
);
reg  [SCALING_FACTOR_BITWIDTH-1:0]                      controlDataShiftReg = 12'h000;
reg  [INPUT_DATA_BITWIDTH-QUANTIZATION_BITWIDTH*2-1:0]  partialData = 8'h0;
reg                                                     sendScalingFactor = 1'b0;
reg  [1:0]                                              countParts = 2'h0;
always@(posedge clk)begin
   if(rst)begin
      countParts <= 2'h0;
      sendScalingFactor <= 1'b0;
      controlDataShiftReg <= 12'h000;
   end
   else if(comma)begin
      countParts <= 2'h2;
      sendScalingFactor <= 1'b1;
      controlDataShiftReg <= 12'h000;
   end
   else if(countParts == 2'h2)begin
      if(sendScalingFactor == 1'b1)begin
         controlDataShiftReg <= scalingFactorIn;
         sendScalingFactor <= 1'b0;
      end
      else begin
         controlDataShiftReg <= controlData;
      end
      countParts <= 2'h0;
   end
   else begin
      controlDataShiftReg <= {controlDataShiftReg[7:0], 4'h0};
      countParts <= countParts + 2'h1;
   end
end
always@(posedge clk)begin
   if(rst)begin
      interleavedData <= 32'h0000_0000;
   end
   else if(comma)begin  
      interleavedData <= {scalingFactorIn[7:4],quantizedData[QUANTIZATION_BITWIDTH*2-1:QUANTIZATION_BITWIDTH],scalingFactorIn[3:0],quantizedData[QUANTIZATION_BITWIDTH-1:0]};
   end
   else begin
      interleavedData <= {controlDataShiftReg[SCALING_FACTOR_BITWIDTH-1:8], quantizedData};
   end
end
endmodule
--- design/flow/run.sh ---
#!/bin/bash
# OpenROAD 26Q1-2900-gdf79404cd8, Yosys 0.63+post, stock flow scripts
make -C /OpenROAD-flow-scripts/flow DESIGN_CONFIG=/design/flow/config.mk WORK_HOME=/design/flow/orfs finish
==> flow_metrics.env <==
# source this file to load flow results
export IMPL_detailed_place_hpwl_mm=2.80
export IMPL_clkPwrFrac_pct=29.5
export IMPL_number_of_buffers_inserted_by_post_cts_setup_repair=0
export IMPL_yosysUniqueCellTypes=17
export IMPL_placementRows=26
export IMPL_grt_first_pass_wirelength_mm=5.42
export IMPL_number_of_global_route_vias_before_repair=1141
export IMPL_sequential_power_share_pct=55.0
export IMPL_crit_path_max_fanout=1
export IMPL_globalRouteMet2Util_pct=19.3
export IMPL_critical_path_cell_chain="clkdlybuf4s50_1"
export IMPL_grt_util_all_layers_pct=12.8
export IMPL_grt_overflow_total=0
export IMPL_route_antenna_diode_count=0
export IMPL_initial_antenna_violation_count=0
export IMPL_worst_setup_hold_path_clk_slew_ps=80
export IMPL_cts_tree="built"
export IMPL_critical_path_endpoint="interleavedData[9]"
export IMPL_tightest_slew_ps=371
export IMPL_place_gp_congestion=0.761
export IMPL_final_max_slew_violation_count=0
export IMPL_cp_start_kind="register"
export IMPL_final_min_clock_period_ps=1440
export IMPL_setup_tns_final_ps=0
export IMPL_cts_sinks=47
export IMPL_reg2reg_to="controlDataShiftReg[5]"
export IMPL_worstSetupStartpoint="interleavedData[9]"
export IMPL_cellInternalPower_w=0.00158
export IMPL_design_die_area_sq_um=5750
export IMPL_max_cap_viol_count=0
export IMPL_p_leak_nw=1.04
export IMPL_core_region_area_sq_um=5170
export IMPL_log_warning_count=25
export IMPL_synth_yosys_seq_area_share_pct=57.5
export IMPL_placement_io_buffers=82
export IMPL_insertion_delay_ps=290
export IMPL_post_route_drc_violation_count=0
export IMPL_cts_max_path_buffers=2
export IMPL_cp_slowest_cell="sky130_fd_sc_hd__clkdlybuf4s50_1"
export IMPL_critPathCaptureType="output pin"
export IMPL_synthesis_area_sq_um=1640
export IMPL_powerDensity_nw_per_um2=772
export IMPL_grt_start_max_net_pins=31
export IMPL_ys_area_sq_um=1640
export IMPL_drtPass1Iterations=4
export IMPL_critical_path_rt_ps=1440
export IMPL_critical_path_class="register to output pin"
export IMPL_grt_busiest_layer="met2"
export IMPL_timing_reg2reg_setup_slack_ps=550
export IMPL_area_contributors_post_synth="sky130_fd_sc_hd__dfxtp_1 (57%), sky130_fd_sc_hd__mux2i_1 (17%), sky130_fd_sc_hd__o2bb2ai_2 (5.5%), sky130_fd_sc_hd__nor2_1 (5.0%), sky130_fd_sc_hd__nor2b_1 (4.6%)"
export IMPL_layout_cells_most_common="sky130_fd_sc_hd__clkdlybuf4s50_1"
export IMPL_layout_top_cells="sky130_fd_sc_hd__clkdlybuf4s50_1 (82), sky130_fd_sc_hd__dfxtp_1 (47), sky130_fd_sc_hd__mux2i_1 (28)"
export IMPL_max_freq_mhz=696
export IMPL_groute_layer_met3_usage_pct=4.29
export IMPL_max_slew_margin_rel_pct=75.2
export IMPL_globalRouteMet1Util_pct=18.8
export IMPL_min_path_type="register to register"
export IMPL_synth_cells=138
export IMPL_synthesis_yosys_warnings=1
export IMPL_arrival_ps=1080
export IMPL_final_antenna_net_count=0
export IMPL_outcome="completed"
export IMPL_floorplanUtilization_pct=31.6
export IMPL_dp_cells=286
export IMPL_power_switching_fraction_pct=21.5
export IMPL_floorplan_die_height_microns=75.9
export IMPL_setup_violation_total_in_the_final_timing_report=0
export IMPL_critical_path_top_delay_family="buffers and inverters"
export IMPL_r2r_cells=3
export IMPL_post_layout_nonfiller_instances=294
export IMPL_crit_path_max_incr_delay_ps=480
export IMPL_post_cts_resize_count=0
export IMPL_synthToLayoutAreaGrowth_pct=59.5
export IMPL_fin_skew_ps=6.84
export IMPL_p_switching_w=0.000434
export IMPL_ys_cells=138
export IMPL_rsz0062_at_grt="no"
export IMPL_root_buffer_selected_by_cts="sky130_fd_sc_hd__clkbuf_8"
export IMPL_detail_route_wl_per_cell_microns=12.4
export IMPL_synth_top_area_share_pct=57.5
export IMPL_drive_above_1_share_pct=8.93
export IMPL_nFillCells=442
export IMPL_whs_ps=436
export IMPL_synth_ff_latch_count=47
export IMPL_comb_power_share_pct=15.5
export IMPL_route_vias_total=1223
export IMPL_wl_mm=3.64
export IMPL_number_of_stages_on_the_worst_setup_path=1
export IMPL_dieWidth_microns=75.9
export IMPL_post_drt_via_cell_ratio=4.16
export IMPL_largest_area_cell="sky130_fd_sc_hd__dfxtp_1"
export IMPL_numCtsBuffers=5
export IMPL_ir_worst_vdd_mv=0.351
export IMPL_hold_viol_final=0
export IMPL_drt_iter0_markers=37
export IMPL_crit_reg2reg_launch="sendScalingFactor"
export IMPL_critical_path_n_buffers_inverters=1
export IMPL_postSynthAreaPerCell_sq_um=11.9
export IMPL_post_route_period_util_pct=79.8
export IMPL_htree_levels=2
export IMPL_ctsHoldBuffers=0
export IMPL_ioPinCount=83
## worst min path at each step
| stage | depth (start not counted) | from | end | slack [ps] |
|---|---|---|---|---|
| 4_1_cts | 1 | controlDataShiftReg[7] | controlDataShiftReg[11] | 440 |
| 5_1_grt | 1 | controlDataShiftReg[1] | controlDataShiftReg[5] | 460 |
| 6_report | 1 | controlDataShiftReg[7] | controlDataShiftReg[11] | 440 |
## per-layer routing
metal / share of wire (%) / wire [microns]
met1: 45 / 1650
met2: 44 / 1620
met3: 8.6 / 312
met4: 1.8 / 64
met5: 0 / 0
## cells by family after synthesis
| kind of cell | synth area share (%) |
|---|---|
| multiplexers | 17.1 |
| buffers and inverters | 3.52 |
| AND/OR/NAND/NOR | 14.7 |
| flip-flops | 57.5 |
| AND-OR/OR-AND | 7.19 |
## cell type report
| class | count | area (sq um) | share of cell area, % |
|---|---|---|---|
| flip-flops and latches | 47 | 941 | 36.0 |
| inverters | 1 | 3.75 | 0.144 |
| well taps | 70 | 87.6 | 3.36 |
| repair buffers | 87 | 858 | 32.9 |
| clock buffers | 7 | 76.3 | 2.92 |
| clock inverters | 1 | 5.00 | 0.192 |
| multi-input cells | 81 | 638 | 24.4 |
## flip-flops by register name (all words and copies together), names as in the netlist
signal               count
controlDataShiftReg     12
countParts               2
interleavedData         32
sendScalingFactor        1
## Yosys cell counts
| master | n |
|---|---|
| sky130_fd_sc_hd__dfxtp_1 | 47 |
| sky130_fd_sc_hd__mux2i_1 | 28 |
| sky130_fd_sc_hd__o2bb2ai_1 | 2 |
| sky130_fd_sc_hd__clkbuf_1 | 3 |
| sky130_fd_sc_hd__nand2b_4 | 1 |
| sky130_fd_sc_hd__or3_4 | 1 |
| sky130_fd_sc_hd__and2_1 | 4 |
| sky130_fd_sc_hd__o2bb2ai_2 | 6 |
| sky130_fd_sc_hd__buf_2 | 4 |
| sky130_fd_sc_hd__nor2_1 | 22 |
| sky130_fd_sc_hd__buf_6 | 2 |
| sky130_fd_sc_hd__nor4_1 | 1 |
| sky130_fd_sc_hd__a21oi_1 | 2 |
| sky130_fd_sc_hd__inv_1 | 1 |
| sky130_fd_sc_hd__nor3b_4 | 1 |
| sky130_fd_sc_hd__and2b_1 | 1 |
| sky130_fd_sc_hd__nor2b_1 | 12 |
## stage by stage
| step | setup slack (ps) | utilization (%) | total power (W) | instance area, sq um |
|---|---|---|---|---|
| 2_1_floorplan | 631 | - | 0.00123 | 1640 |
| 3_3_place_gp | 200 | 48.9 | 0.00145 | 2530 |
| 3_5_place_dp | 165 | 48.9 | 0.00145 | 2530 |
| 4_1_cts | 346 | 50.5 | 0.00205 | 2610 |
| 5_1_grt | 303 | 50.5 | 0.00213 | 2610 |
| 6_report | 363 | 50.5 | 0.00202 | 2610 |
## power by group through the flow
stage                 Sequential [W]  Combinational (W)  Clock (W)
after CTS                    0.00111           0.000317   0.000620
after global routing         0.00111           0.000342   0.000668
final                        0.00111           0.000312   0.000595
Power figures rest on the tool's default switching activity, not on a simulated workload.
